===== flow/run.sh =====
#!/bin/bash
# OpenROAD 26Q1-2900-gdf79404cd8, Yosys 0.63+post, stock flow scripts
make -C /OpenROAD-flow-scripts/flow DESIGN_CONFIG=/design/flow/config.mk WORK_HOME=/design/flow/orfs finish

===== flow/config.mk =====
export PLATFORM = sky130hd
export DESIGN_NAME = ps2_communication
export DESIGN_NICKNAME = ps2_communication
export VERILOG_FILES = /design/flow/design.v
export SDC_FILE = /design/flow/constraint.sdc
export NUM_CORES = 4
export LEC_CHECK = 1
export CORE_UTILIZATION = 50

===== flow/constraint.sdc =====
current_design ps2_communication

set clk_period 3.2
set clk_io_pct 0.2

create_clock -name clk0 -period $clk_period [get_ports {FIFOClock}]
create_clock -name clk1 -period $clk_period [get_ports {clk}]

set non_clock_inputs [all_inputs -no_clocks]
set_input_delay [expr $clk_period * $clk_io_pct] -clock clk0 $non_clock_inputs
set_output_delay [expr $clk_period * $clk_io_pct] -clock clk0 [all_outputs]

===== flow/design.v =====
`timescale 1ns / 1ps
module ps2_communication(
    input           reset,
    input           clk,
    input           ps2clk,
    input           ps2dat,
    input           FIFOClock,
    input           FIFOReadAck,
    output [7:0]    FIFORead,
    output          FIFOFull,
    output          FIFOEmpty
    );
    reg             Done;
    reg             receiving;
    reg  [3:0]      bitNumber;
    reg  [7:0]      buffer;
    reg  [10:0]     constantCount=11'H000;
    reg             latchedClk=1'b0;
    reg             filteredClk=1'b0;
    reg     FIFOWrite;
    reg     LastDone;
    always @(negedge FIFOClock)
    begin
        if (reset)
        begin
            FIFOWrite <= 1'b0;
            LastDone <= 1'b0;
        end
        else
        begin
            FIFOWrite <= 1'b0;
            if (Done != LastDone)
            begin
                if (~FIFOFull)
                begin
                    if (Done)
                        FIFOWrite <= 1'b1;
                end
                LastDone <= Done;
            end
        end        
    end
    always @(negedge clk)
    begin
        if (ps2clk != latchedClk)
        begin
            latchedClk <= ps2clk;
            constantCount <= 11'H000;
        end
        else
        begin
            if (constantCount != 11'H01F)
            begin
                constantCount <= constantCount + 1'b1;
            end
            else
                filteredClk <= latchedClk;
        end
    end
    always @(negedge filteredClk)
    begin
        if (Done)
            Done <= 1'b0;
        if (reset)
        begin
            receiving <= 1'b0;
            Done <= 1'b0;
            bitNumber <= 4'H0;
        end
        else
        begin
            if (receiving)
            begin
                if (bitNumber == 4'HF)
                begin
                    receiving <= 0;
                    Done <= 1'b1;
                end
                else
                begin
                    buffer[~(bitNumber[2:0])] <= ps2dat;
                    bitNumber <= bitNumber-1'b1;
                end
            end
            else
            begin
                if (ps2dat == 1'b0)  
                begin
                    receiving <= 1'b1;
                    bitNumber <= 4'H7;
                end
            end
        end
    end
simplefifo keyfifo(
                    .clk(FIFOClock),
                    .reset(reset),
                    .DataWrite(buffer),
                    .WriteEnable(FIFOWrite),
                    .DataRead(FIFORead),
                    .ReadEnable(FIFOReadAck),
                    .Full(FIFOFull),
                    .Empty(FIFOEmpty)
                    );
endmodule
`timescale 1ns / 1ps
module simplefifo #(parameter ELEMENTWIDTH=8, ELEMENTDEPTHBITS=4)
(
    input wire  clk,
    input wire  reset,
    input  wire [ELEMENTWIDTH-1:0] DataWrite,
    input  wire WriteEnable,
    output reg  [ELEMENTWIDTH-1:0] DataRead,
    input wire  ReadEnable,
    output reg  Empty,
    output reg  Full
);
localparam ELEMENTDEPTH=2**ELEMENTDEPTHBITS;
reg [ELEMENTWIDTH-1:0] FIFO[ELEMENTDEPTH-1:0];
reg [ELEMENTDEPTHBITS-1:0] WriteIndex;
reg [ELEMENTDEPTHBITS-1:0] ReadIndex;
wire [ELEMENTDEPTHBITS-1:0] NextReadIndex;
assign NextReadIndex = ReadIndex+1'b1;
wire [ELEMENTDEPTHBITS-1:0] NextWriteIndex;
assign NextWriteIndex = WriteIndex+1'b1;
always @(negedge clk)
begin
    if (reset)
    begin
        WriteIndex <= 1'b0;
        ReadIndex <= 1'b0;
        Empty <= 1'b1;
        Full <= 1'b0;
    end
    else
    begin
        DataRead <= FIFO[ReadIndex];
        case ({WriteEnable,ReadEnable})
            2'b00:  
            begin
            end
            2'b01:  
            begin
                if (~Empty)
                begin
                    ReadIndex <= NextReadIndex;
                    Empty <= (NextReadIndex == WriteIndex);
                    Full <= 1'b0;  
                end
            end
            2'b10:  
            begin
                if (~Full)
                begin
                    FIFO[WriteIndex] <= DataWrite;
                    WriteIndex <= NextWriteIndex;
                    Empty <= 1'b0;  
                    Full <= (NextWriteIndex == ReadIndex);
                end
            end
            2'b11:  
            begin
                FIFO[WriteIndex] <= DataWrite;
                WriteIndex <= NextWriteIndex;
                ReadIndex <= NextReadIndex;
            end
        endcase
    end
end
endmodule

==> impl_metrics.tcl <==
# metrics dict for downstream scripts
set metrics [dict create \
    intPower_w 0.00376 \
    yosysUniqueCellTypes 53 \
    crit_slowest_cell "sky130_fd_sc_hd__or4_4" \
    rows 43 \
    xor_share 0.0163 \
    power.share.clock 0.542 \
    synth_sequential_area_ratio 0.680 \
    final.setup.worst_slack_ns 0.0435 \
    r2r.worst_path.cells 4 \
    timing.critical_path.depth 5 \
    timing_hold_violations_final 0 \
    grt-ovfl-total 0 \
    syn_to_final_growth_pct 25.6 \
    max_slew_violation_count 0 \
    common_cells "sky130_fd_sc_hd__edfxtp_1 (146), sky130_fd_sc_hd__mux2_2 (36), sky130_fd_sc_hd__dfxtp_1 (29)" \
    synth_top_cell_by_area "sky130_fd_sc_hd__edfxtp_1" \
    p_seq_frac 0.444 \
    worst_setup_path_endpoint "keyfifo.FIFO[3][1]" \
    io_pins 16 \
    core_area_um2 14000 \
    power_leakage_nw 3.54 \
    power_per_cell_area_nw_per_um2 563 \
    finalSetupViolations 0 \
    antenna_violations_before_repair 0 \
    ys_async_sr_fraction 0 \
    grt_max_degree 38 \
    yosys_cells 470 \
    buffers_and_inverters_on_the_worst_path 2 \
    synth.yosys.chip_area_um2 7300 \
    finalCoreUtilization 0.653 \
    ys_top_logic_family "multiplexers" \
    tool_warnings 195 \
    dp.final_hpwl_um 9680 \
    hold_path_class "reg2reg" \
    die_width_um 123 \
    timing.critical_path.to_type "flip-flop" \
    place_area_um2 7920 \
    via_per_instance_ratio 5.36 \
    grtUsageTotal 0.237 \
    place_worst_setup_slack_ns -0.803 \
    final.setup.tns_ns 0 \
    flop_cell "sky130_fd_sc_hd__edfxtp_1" \
    cp-startpoint "FIFOReadAck" \
    cap_viol_max_count 0 \
    clk_transition_reported_paths_ns 0.03 \
    cell_chain_of_the_critical_path "buf_2 -> nor2b_2 -> or4_4 -> nor3_4 -> buf_12" \
    post-synth-top-count-cell "sky130_fd_sc_hd__edfxtp_1" \
    area_leaders "sky130_fd_sc_hd__edfxtp_1 (60%), sky130_fd_sc_hd__dfxtp_1 (8.0%), sky130_fd_sc_hd__mux2_2 (5.6%)" \
    enable_flop_cells 146 \
    globalplace.congestion 0.846 \
    rr_endpoint "keyfifo.DataRead[7]" \
    detail-route-antenna-nets 0 \
    worst_vdd_rail_ir_drop_mv 0.397 \
    synth.avg_cell_area_um2 15.5 \
    first_global_vias 5026 \
    postRouteWirelength_um 15200 \
    worst-r2r-setup-slack_ns 0.92 \
    finish.instance_area_um2 9170 \
    synth_adder_area_share 0.0171 \
    finalClockSkew_ns 0.0258 \
    drive_above_1_share 0.229 \
    tightestPinTransition_ns 0.856 \
    crit_fanout 8 \
    synthMuxAreaShare 0.108 \
    die_area_um2 15100 \
    cts_hold_repair.buffers 0 \
    grt_setup_unrepaired "true" \
    synthDominantCellAreaShare 0.601 \
    number_of_unconstrained_endpoints 150 \
    max-slew-margin-rel 0.429 \
    netlist_area_um2 7300 \
    tritoncts "done" \
    first_pass_iters 4 \
    post-route-drc-count 0 \
    outcome "completed" \
    yosysWarningCount 2 \
    rr_startpoint "keyfifo.ReadIndex[0]" \
    critical_path.startpoint_type "primary input" \
    power.share.switching 0.272 \
    syn-instance-count 470 \
    synth_simple_gate_area_share 0.0682 \
    critPathTopFamily "simple AND/OR/NAND/NOR gates" \
    detail_route.wl_per_cell_um 17.6 \
    vias 4606 \
    combinational_share_of_power 0.014 \
    cpPeakStageDelay_ns 0.60 \
    total_switching_power_w 0.00140 \
    detailedRoute.firstIterationViolations 223 \
    unclocked_pins 14 \
    dieHeight_um 123 \
    crit_required_ns 1.75 \
    num_antenna_cells 0 \
    synth.cellmix.compoundShare 0.0835 \
    synth_flop_count 175 \
    grt_pass1_wl_um 24100 \
    critical_path_class "in2reg" \
    cp.arrival_ns 1.71 \
    initCoreUtil 0.520 \
    port-buffer-count 14 \
]
worst min-delay path by stage:
stage,startpoint,endpoint,slack (ns),depth (start not counted)
CTS,LastDone,FIFOWrite,0.38,1
global route,LastDone,FIFOWrite,0.42,1
finish,LastDone,FIFOWrite,0.38,1
timing repair:
| action | 4_1_cts | 5_1_grt |
|---|---|---|
| setup endpoints to repair | 141 | 29 |
| gates cloned | 0 | 0 |
| gates resized | 44 | 3 |
| pin swaps | 7 | 3 |
| buffers inserted | 2 | 0 |
logic make-up after synthesis:
logic type / Yosys count
xor+xnor: 12
buf+inv: 42
flops: 175
simple gates: 89
compound gates: 88
fa+ha+maj: 10
mux: 54
final cells by class:
cell class,instances,area [µm²]
inverter,16,66.3
clock inverter,177,736
sequential,175,4970
timing repair buffer,39,338
fill,977,4870
tap,180,225
clock buffer,20,500
multi-input combinational,253,2330
layout by cell type, fill, tap and decap left out, types with 5 or more instances in the layout:
| cell | synthesis | routed |
|---|---|---|
| sky130_fd_sc_hd__mux2_2 | 36 | 36 |
| sky130_fd_sc_hd__a22oi_1 | 8 | 8 |
| sky130_fd_sc_hd__dfxtp_1 | 29 | 26 |
| sky130_fd_sc_hd__nand4_1 | 8 | 8 |
| sky130_fd_sc_hd__nor2b_1 | 6 | 5 |
| sky130_fd_sc_hd__nand2b_1 | 6 | 6 |
| sky130_fd_sc_hd__ha_1 | 10 | 10 |
| sky130_fd_sc_hd__nand3_1 | 7 | 7 |
| sky130_fd_sc_hd__a21oi_1 | 15 | 15 |
| sky130_fd_sc_hd__edfxtp_1 | 146 | 146 |
| sky130_fd_sc_hd__inv_6 | 0 | 5 |
| sky130_fd_sc_hd__nand2_1 | 10 | 10 |
| sky130_fd_sc_hd__buf_2 | 8 | 9 |
| sky130_fd_sc_hd__o22ai_1 | 16 | 16 |
| sky130_fd_sc_hd__o31ai_1 | 14 | 14 |
| sky130_fd_sc_hd__xnor2_1 | 8 | 7 |
| sky130_fd_sc_hd__o21ai_0 | 8 | 8 |
| sky130_fd_sc_hd__mux4_2 | 16 | 16 |
| sky130_fd_sc_hd__inv_1 | 16 | 175 |
| sky130_fd_sc_hd__clkbuf_16 | 0 | 20 |
| sky130_fd_sc_hd__nor4_1 | 5 | 5 |
| sky130_fd_sc_hd__buf_4 | 2 | 17 |
| sky130_fd_sc_hd__nor2_4 | 0 | 11 |
| sky130_fd_sc_hd__or3_1 | 5 | 5 |
routing by layer:
metal	vias to the layer above	track usage	share of wire	wire, µm
met2	182	0.331	0.50	7530
met4	0	0.0747	0.0077	117
met3	10	0.153	0.099	1510
met5	-	0.0208	0	0
met1	2143	0.320	0.40	6000
li1	2271	-	-	-
stage by stage:
step	power [W]	instances	hold WS [ns]
2_1_floorplan	0.00266	470	0.372
3_3_place_gp	0.00269	663	0.376
3_5_place_dp	0.00269	663	0.378
4_1_cts	0.00528	860	0.379
5_1_grt	0.00552	860	0.415
6_report	0.00516	860	0.379
registers in the layout (all words and copies together), names as in the netlist:
signal	flops
filteredClk	1
receiving	1
keyfifo.ReadIndex	4
bitNumber	4
keyfifo.FIFO	128
keyfifo.WriteIndex	4
LastDone	1
Done	1
latchedClk	1
keyfifo.DataRead	8
FIFOWrite	1
keyfifo.Empty	1
keyfifo.Full	1
buffer	8
constantCount	11
power groups by stage:
stage	logic, W	clock network [W]	registers (W)
global route	0.0000792	0.00315	0.00229
CTS	0.0000731	0.00291	0.00229
finish	0.0000719	0.00280	0.00229
No activity file was given, so power comes from the tool's default toggle rates.
